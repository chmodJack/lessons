==> flow/design.v <==
module vga_display(
    input             vga_clk,                   
    input             sys_rst_n,                 
    input      [ 9:0] pixel_xpos,                
    input      [ 9:0] pixel_ypos,                
    output reg [15:0] pixel_data                 
    );    
parameter  H_DISP = 10'd640;                     
parameter  V_DISP = 10'd480;                     
localparam POS_X  = 10'd288;                     
localparam POS_Y  = 10'd232;                     
localparam WIDTH  = 10'd64;                      
localparam HEIGHT = 10'd16;                      
localparam RED    = 16'b11111_000000_00000;      
localparam BLUE   = 16'b00000_000000_11111;      
localparam BLACK  = 16'b00000_000000_00000;      
reg  [63:0] char[15:0];                          
wire [ 9:0] x_cnt;
wire [ 9:0] y_cnt;
assign x_cnt = pixel_xpos - POS_X;               
assign y_cnt = pixel_ypos - POS_Y;               
always @(posedge vga_clk) begin
    char[0]  <= 64'h0000020000000000;
    char[1]  <= 64'h7FFC02003FFE7FF8;
    char[2]  <= 64'h0100020020800010;
    char[3]  <= 64'h010003FC21000020;
    char[4]  <= 64'h0100020027F00040;
    char[5]  <= 64'h0100020024100180;
    char[6]  <= 64'h11003FF024100100;
    char[7]  <= 64'h11F8201027F0FFFE;
    char[8]  <= 64'h1100201024100100;
    char[9]  <= 64'h1100201024100100;
    char[10] <= 64'h11003FF027F00100;    
    char[11] <= 64'h1100000020800100;
    char[12] <= 64'h1100248824900100;
    char[13] <= 64'h1100224448880100;
    char[14] <= 64'hFFFE424452840500;
    char[15] <= 64'h0000800481000200;
end
always @(posedge vga_clk or negedge sys_rst_n) begin         
    if (!sys_rst_n) 
        pixel_data <= BLACK;
    else begin
        if((pixel_xpos >= POS_X) && (pixel_xpos < POS_X + WIDTH)
          && (pixel_ypos >= POS_Y) && (pixel_ypos < POS_Y + HEIGHT)) begin
            if(char[y_cnt][10'd63 - x_cnt])
                pixel_data <= RED;               
            else
                pixel_data <= BLUE;              
        end
        else
            pixel_data <= BLACK;                 
    end
end
endmodule 
==> flow/run.sh <==
#!/bin/bash
# OpenROAD 26Q1-2900-gdf79404cd8, Yosys 0.63+post, stock flow scripts
make -C /OpenROAD-flow-scripts/flow DESIGN_CONFIG=/design/flow/config.mk WORK_HOME=/design/flow/orfs finish
==> flow/config.mk <==
export PLATFORM = sky130hd
export DESIGN_NAME = vga_display
export DESIGN_NICKNAME = vga_display
export VERILOG_FILES = /design/flow/design.v
export SDC_FILE = /design/flow/constraint.sdc
export NUM_CORES = 4
export LEC_CHECK = 1
export CORE_AREA = 10 10 87 87
export DIE_AREA = 0 0 97 97
==> flow/constraint.sdc <==
current_design vga_display

set clk_period 1.0
set clk_io_pct 0.2

create_clock -name clk0 -period $clk_period [get_ports {vga_clk}]

set non_clock_inputs [all_inputs -no_clocks]
set_input_delay [expr $clk_period * $clk_io_pct] -clock clk0 $non_clock_inputs
set_output_delay [expr $clk_period * $clk_io_pct] -clock clk0 [all_outputs]
==> flow_metrics.py <==
# Flow results
metrics = {
    "synthesis": {
        "synth-async-reset-ratio_pct": 100,
        "ff_type": "dfrtp_1",
        "edf_count": 0,
        "synth_cells": 184,
        "ys_ff": 2,
        "syn_avg_cell_area_um2": 6.44,
        "synthDistinctLibCells": 55,
        "yosysWarningCount": 2,
        "synth_seq_share_pct": 4.22,
        "yosys_area_um2": 1180,
        "ys_cells": 184,
        "syn-cell-area_um2": 1180,
    },
    "critical_path": {
        "worstPathRequired_ps": 1090,
        "critical_path_class": "input port to flop",
        "arrival_ps": 1950,
        "cp_max_fo": 5,
        "crit_path_start_kind": "input port",
        "worstSetupEndpointType": "flop",
        "critPathLaunch": "pixel_ypos[3]",
    },
    "routing": {
        "initialDrtViolationCount": 226,
        "via_per_inst": 5.30,
        "wl_per_cell_um": 15.8,
        "drcViolationCount": 0,
        "antenna_left": 0,
        "num_vias": 1803,
        "dr.pass1.iters": 5,
        "num_antenna_cells": 0,
        "routed_wl_mm": 5.37,
    },
    "power_and_ir_drop": {
        "switchingPower_mw": 0.452,
        "powerDensity_nw_per_um2": 542,
        "leakage_nw": 0.975,
        "intPower_mw": 0.808,
        "comb_power_share_pct": 68.7,
        "pwr-share-clk_pct": 24.8,
        "power_mw": 1.26,
        "seq_power_share_pct": 6.5,
        "p_sw_share_pct": 35.8,
        "ir_drop_mv": 0.345,
    },
    "floorplan": {
        "ioPinCount": 38,
        "die_area_um2": 9410,
        "fp.coreArea_um2": 5640,
        "rows": 27,
        "dieWidth_um": 97,
        "fp_util_pct": 21.0,
        "fp.dieH_um": 97,
    },
    "clocking": {
        "cts_inserted_buffers": 3,
        "cts_tree": "yes",
        "path_clk_slew_ps": 30,
        "clk_path_buf_depth": 2,
        "clock_sinks": 2,
        "htreeDepth": 1,
        "clockRootBuffer": "clkbuf_8",
    },
    "cells_and_area": {
        "area_growth_pct": 96.4,
        "post-route-util_pct": 41.3,
        "stdcell_area_um2": 2330,
        "drive_gt1_share_pct": 47.4,
        "largest_registers": "pixel_data x2",
        "top_register": "pixel_data",
        "fin_cells": 340,
        "fillers": 532,
        "largest_register_ffs": 2,
    },
    "sta": {
        "whs_ps": 154,
        "tns_ps": -2010,
        "setup_violations": 10,
        "rsz0062_at_grt": "yes",
        "hold_violations": 0,
        "slew_viol_final": 0,
        "timing.fmax_ghz": 0.540,
        "finalClockPeriodUsage_pct": 185,
        "fin_crit_ps": 1850,
        "fin_ws_ps": -853,
    },
    "place": {
        "dp_hpwl_mm": 3.43,
        "port_buffers": 31,
        "gp_congestion": 0.931,
        "dp.cells": 310,
        "placed_area_um2": 1800,
        "place_ws_ps": -1510,
    },
    "grt": {
        "grt_pass1_vias": 1674,
        "grt_pass1_wl_mm": 8.80,
        "grt_overflow": 0,
        "grt_use_total_pct": 10.6,
        "grt_max_degree": 12,
        "antenna_found_initial": 0,
    },
    "outcome": {
        "status": "complete, but fails checks",
        "violations": "negative setup slack",
    },
    "flow_run": {
        "maxCapViolCount": 0,
        "warnings": 28,
    },
    "worst_hold_path": {
        "min_path_type": "input port to asynchronous set/reset pin",
    },
}
worst max-delay path: stages:
cell      delay [ps]
buf_6             90
buf_6            100
buf_6            120
and2b_2          260
nor2_1            60
o31a_1           240
a211oi_2         240
o22ai_1          140
a221o_1          380
nor2b_4          130
power groups by stage:
stage | clock (mW) | sequential [mW] | combinational [mW]
4_1_cts | 0.321 | 0.0817 | 0.803
5_1_grt | 0.334 | 0.0817 | 0.925
6_report | 0.313 | 0.0818 | 0.865
worst max-delay path by stage:
| stage | cells after the start | endpoint | slack, ps |
|---|---|---|---|
| 4_1_cts | 9 | pixel_data[14] | -810 |
| 5_1_grt | 10 | pixel_data[14] | -890 |
| 6_report | 10 | pixel_data[14] | -850 |
cells in the final DEF (no fill, tap or decap), types with 2 or more instances in the layout:
master | synthesis | layout
buf_6 | 2 | 25
clkbuf_8 | 0 | 3
clkbuf_2 | 0 | 2
a21oi_1 | 8 | 8
dfrtp_1 | 2 | 2
inv_1 | 6 | 5
nand2b_1 | 4 | 4
nand2_1 | 15 | 15
o21ai_1 | 0 | 4
buf_4 | 17 | 60
buf_12 | 0 | 3
buf_16 | 0 | 2
a211oi_1 | 5 | 4
nor2_1 | 15 | 12
nor2b_4 | 2 | 5
clkdlybuf4s50_1 | 0 | 14
nor4_1 | 4 | 2
a31oi_1 | 7 | 7
nor2b_1 | 9 | 6
nand4_1 | 3 | 3
nor2_2 | 2 | 3
nand3_1 | 6 | 5
a41oi_1 | 3 | 2
o21ai_0 | 17 | 13
o31ai_2 | 0 | 2
xor2_1 | 3 | 3
conb_1 | 1 | 6
o211ai_1 | 3 | 3
nor3_1 | 2 | 2
nor2_4 | 0 | 2
routing by layer:
metal,global-route usage [%],wire [µm],vias to the layer above
li1,-,-,837
met2,14.7,2260,124
met5,0,0,-
met1,16.6,2510,834
met3,2.44,564,8
met4,1.01,38,0
Yosys cell counts (all sizes together), types with 3 or more instances:
library cell | count | area [µm²]
buf | 30 | 205
o21ai | 17 | 85.1
nand2 | 15 | 56.3
nor2 | 17 | 68.8
clkbuf | 4 | 15.0
a21oi | 8 | 40.0
nor2b | 11 | 83.8
a31oi | 7 | 43.8
a211oi | 6 | 50.1
nand2b | 4 | 25.0
o211ai | 4 | 35.0
nor4 | 4 | 25.0
xor2 | 3 | 26.3
nand3 | 6 | 30.0
inv | 6 | 22.5
a41oi | 3 | 26.3
nand4 | 3 | 18.8
kinds of logic after synthesis:
| kind of cell | share of synthesized area, % |
|---|---|
| other | 0.316 |
| AND-OR/OR-AND | 38.5 |
| XOR/XNOR | 2.22 |
| multiplexers | 1.80 |
| buffers and inverters | 20.5 |
| flip-flops | 4.22 |
| AND/OR/NAND/NOR | 32.4 |
layout make-up:
class / count / area [µm²] / area share, %
Tap cell: 72 / 90.1 / 3.87
Timing Repair Buffer: 110 / 1060 / 45.6
Inverter: 6 / 26.3 / 1.13
Clock buffer: 3 / 41.3 / 1.77
Sequential cell: 2 / 50.0 / 2.15
Multi-Input combinational cell: 147 / 1060 / 45.5
timing repair:
item | CTS | global route
hold endpoints to repair | 0 | 0
pin swaps | 14 | 11
endpoints found under the setup margin | 12 | 12
setup buffers | 21 | 3
gates resized | 104 | 26
cloned | 3 | 0
hold buffers | 0 | 0
No activity file was given, so power comes from the tool's default toggle rates.
